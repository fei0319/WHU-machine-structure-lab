==> flow/design.v <==
module dm (
    input clk,
    input DMWr,
    input [4:0] address,
    input [31:0] din,
    input [2:0] DMType,
    output reg [31:0] dout
);
    reg [7:0] dmem[31:0];
    always @(posedge clk) begin
        if (DMWr) begin
            case (DMType)
                3'b000: begin
                    dmem[address]   <= din[7:0];
                    dmem[address+1] <= din[15:8];
                    dmem[address+2] <= din[23:16];
                    dmem[address+3] <= din[31:24];
                end
                3'b001: begin
                    dmem[address]   <= din[7:0];
                    dmem[address+1] <= din[15:8];
                end
                3'b011: begin
                    dmem[address] <= din[7:0];
                end
            endcase
        end
        case (DMType)
            3'b000: dout = {dmem[address+3], dmem[address+2], dmem[address+1], dmem[address]};
            3'b001: dout = {{16{dmem[address+1][7]}}, dmem[address+1], dmem[address]};
            3'b001: dout = {{16{1'b0}}, dmem[address+1], dmem[address]};
            3'b011: dout = {{24{dmem[address][7]}}, dmem[address]};
            3'b100: dout = {{24{1'b0}}, dmem[address]};
        endcase
    end
endmodule
==> flow/run.sh <==
#!/bin/bash
# OpenROAD 26Q1-2900-gdf79404cd8, Yosys 0.63+post, stock flow scripts
make -C /OpenROAD-flow-scripts/flow DESIGN_CONFIG=/design/flow/config.mk WORK_HOME=/design/flow/orfs finish
==> flow/config.mk <==
export PLATFORM = sky130hd
export DESIGN_NAME = dm
export DESIGN_NICKNAME = dm
export VERILOG_FILES = /design/flow/design.v
export SDC_FILE = /design/flow/constraint.sdc
export NUM_CORES = 4
export LEC_CHECK = 1
export CORE_UTILIZATION = 50
==> flow/constraint.sdc <==
current_design dm

set clk_period 12.8
set clk_io_pct 0.2

create_clock -name clk0 -period $clk_period [get_ports {clk}]

set non_clock_inputs [all_inputs -no_clocks]
set_input_delay [expr $clk_period * $clk_io_pct] -clock clk0 $non_clock_inputs
set_output_delay [expr $clk_period * $clk_io_pct] -clock clk0 [all_outputs]
==> flow_metrics.py <==
# Flow results
metrics = {
    "route": {
        "m1WireLength_um": 43000,
        "viasPerCell": 7.31,
        "ant_nets": 0,
        "post-route-drc-count": 0,
        "via_count": 24700,
        "wl_um": 130000,
        "wl_met3_um": 23300,
        "routed.top_layer": "met5",
        "drt-wirelength-per-cell_um": 38.6,
        "drtPass1Iterations": 26,
        "route.met2.wl_um": 54700,
        "first_iter_violations": 2144,
    },
    "critical_path": {
        "cp_cell_sequence": "buf_4 -> clkinv_1 -> buf_4 -> ha_4 -> buf_4 -> mux4_2 -> mux2i_1 -> o22ai_1 -> nor3_1 -> o31a_4 -> o21ai_0",
        "critPathSlowestCell": "ha_4",
        "startpoint_type": "input port",
        "arrival_ps": 7050,
        "worstPathRequired_ps": 13080,
        "critical_path_class": "input port to flop",
        "crit_fanout": 41,
        "cp-end-kind": "flop",
        "crit_path_frequent_cell": "buf_4",
        "slowest_delay_ps": 720,
    },
    "clocking": {
        "htreeDepth": 2,
        "cts_resized": 0,
        "numCtsBuffers": 35,
        "root_buffer": "clkbuf_16",
        "post_cts_buffers": 0,
        "cts_tree": "yes",
        "clock.latency.late_pin_ps": 570,
        "hold_buffers": 0,
        "cts_num_sinks": 288,
        "cts.reportedPaths.clkPinSlew_ps": 60,
        "cts_buffer_depth": 3,
    },
    "yosys": {
        "ys_area_mm2": 0.0270,
        "synth-main-ff-cell": "edfxtp_1",
        "seq_area_frac_synth_pct": 32.1,
        "ys_cells": 2742,
        "synth_flops": 288,
        "async_flop_share_pct": 0,
        "edf_count": 288,
        "synth_area_per_cell_um2": 9.83,
        "ys_warn_count": 1,
        "synthCells": 2742,
        "syn-cell-area_mm2": 0.0270,
        "synthDistinctLibCells": 92,
    },
    "power_and_ir_drop": {
        "switchingPower_mw": 0.916,
        "combPwrFrac_pct": 25.5,
        "swShare_pct": 32.0,
        "p_leak_nw": 11.6,
        "pwr-share-clk_pct": 35.8,
        "vdd_drop_max_mv": 0.100,
        "p_per_area_mw_per_mm2": 98.6,
        "seq_power_share_pct": 38.7,
        "internal_power_mw": 1.94,
    },
    "die": {
        "floorplan.die.width_um": 234,
        "fp_util_pct": 51.0,
        "die-area_mm2": 0.0548,
        "num_rows": 84,
        "design.core.area_mm2": 0.0529,
        "fp.dieH_um": 234,
        "io_pins": 74,
    },
    "place": {
        "dp.cells": 3305,
        "portBuffers": 73,
        "dp_hpwl_um": 85100,
        "place_congestion": 1.15,
    },
    "final_timing": {
        "min_period_ps": 6770,
        "drv_slew": 0,
        "finalCritPeriodShare_pct": 52.9,
        "setup_violations": 0,
        "final-hold-violation-count": 0,
        "tns_ps": 0,
        "finClkSkew_ps": 19.8,
        "maxSlewHeadroom_pct": 13.5,
        "worst_pin_slew_ps": 1290,
        "grt_setup_unrepaired": "false",
        "fmax_mhz": 148,
    },
    "global_routing": {
        "grt_max_degree": 57,
        "grt_pass1_wl_um": 178000,
        "antenna_found_initial": 6,
        "grt.overflow.total": 0,
        "grt_pass1_vias": 23200,
        "gr-usage-all-layers_pct": 51.0,
    },
    "run": {
        "tool_warnings": 31,
        "drv_cap": 0,
    },
    "run_status": {
        "status": "finished clean",
    },
    "final_layout": {
        "syn2layout_area_growth_pct": 7.57,
        "n_fill_cell": 4519,
        "layout_top_cell": "nand2_1",
        "instances_no_fill": 3372,
        "postLayoutCoreUtil_pct": 54.8,
        "lay_top_cells": "348 x nand2_1, 292 x mux2i_1, 288 x edfxtp_1",
        "drive_above_1_share_pct": 17.6,
    },
    "min_path": {
        "min_path_type": "flop to flop",
    },
}
## routing by layer
layer / GRT usage [%] / vias to the layer above
met5: 6.43 / -
met4: 25.7 / 17
met3: 35.2 / 515
met2: 68.9 / 2163
met1: 61.9 / 11700
li1: - / 10300
## registers in the layout (all words and copies together) (netlist names)
register  count
dmem        256
dout         32
## logic make-up (layout without fill, tap and decap cells)
kind of cell               after synthesis  count (layout)  synth area share (%)
and+or+nand+nor                        852             852                  15.0
AOI/OAI and AO/OA                      739             739                  17.5
muxes                                  541             541                  28.8
buffers and inverters                  304             239                  5.65
DFF                                    288             288                  32.1
xor gates and xnor gates                10              10                 0.464
adders and majority gates                8               8                 0.371
other                                    0               7                     0
## critical path, delay by kind of cell
kind | cells | cell delay, ps
buffers and inverters | 4 | 2020
multiplexers | 2 | 760
adder cells (fa/ha/maj) | 1 | 720
AND-OR/OR-AND | 3 | 530
AND/OR/NAND/NOR | 1 | 340
## per-stage QoR
stage                     setup WS (ps)  hold slack, ps  area [um^2]  total power [mW]
final                              6030            1000        29000              2.86
after global routing               5820            1060        29000              2.91
after CTS                          6160            1010        29000              2.82
after detailed placement           5610             992        27800              1.81
after global placement             5650            1010        27800              1.81
after floorplan                    7050             831        27000              1.53
## power groups by stage
stage	registers, mW	logic, mW	clock network [mW]
finish	1.11	0.729	1.03
global route	1.11	0.748	1.06
CTS	1.10	0.693	1.03
## final cells by class
class                      count  area [um^2]  area share [%]
sequential                   288         8650            29.8
inverter                      11         41.3           0.142
clock inverter                14          173           0.595
clock buffer                  46          960            3.31
multi-input combinational   2150        16900            58.2
tap                          688          861            2.97
timing repair buffer         168         1430            4.94
antenna                        7         17.5          0.0604
## final timing paths
check / cells after the start / end / slack [ps] / startpoint
setup reg to reg: 7 / dout[21] / 10080 / dmem[0][7]
hold reg to reg: 3 / dout[28] / 1000 / dmem[22][4]
setup / recovery: 11 / dout[21] / 6030 / address[1]
hold / removal: 3 / dout[28] / 1000 / dmem[22][4]
## cells in the mapped netlist, drive strengths merged (5+ instances only)
master / instances / area, um^2
a31oi: 9 / 56.3
o211ai: 8 / 60.1
buf: 146 / 931
and3: 7 / 43.8
o21ai: 164 / 832
inv: 11 / 41.3
nor3: 18 / 146
a211oi: 114 / 861
and2: 12 / 77.6
o32ai: 6 / 71.3
a21o: 131 / 983
xnor2: 7 / 76.3
nor2: 292 / 1360
a21oi: 205 / 1030
o22a: 5 / 43.8
o221ai: 7 / 61.3
nand2b: 14 / 95.1
a2111o: 7 / 78.8
ha: 8 / 100
nand3: 100 / 523
or3: 5 / 36.3
a22oi: 10 / 75.1
mux2: 67 / 754
edfxtp: 288 / 8650
clkbuf: 147 / 552
nand4: 11 / 83.8
mux2i: 292 / 2920
nand2: 375 / 1540
o22ai: 39 / 250
mux4: 182 / 4100
Power is estimated from default activity; no workload was simulated.
