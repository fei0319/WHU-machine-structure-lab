## /design/flow/run.sh

```bash
#!/bin/bash
# OpenROAD 26Q1-2900-gdf79404cd8, Yosys 0.63+post, stock flow scripts
make -C /OpenROAD-flow-scripts/flow DESIGN_CONFIG=/design/flow/config.mk WORK_HOME=/design/flow/orfs finish
```

## /design/flow/config.mk

```make
export PLATFORM = sky130hd
export DESIGN_NAME = ext
export DESIGN_NICKNAME = ext
export VERILOG_FILES = /design/flow/design.v
export SDC_FILE = /design/flow/constraint.sdc
export NUM_CORES = 4
export LEC_CHECK = 1
export CORE_AREA = 10 10 70 70
export DIE_AREA = 0 0 80 80
```

## /design/flow/constraint.sdc

```tcl
current_design ext

set clk_period 4.7
set clk_io_pct 0.2

create_clock -name clk0 -period $clk_period

set non_clock_inputs [all_inputs -no_clocks]
set_input_delay [expr $clk_period * $clk_io_pct] -clock clk0 $non_clock_inputs
set_output_delay [expr $clk_period * $clk_io_pct] -clock clk0 [all_outputs]
```

## /design/flow/design.v

```verilog
module ext (
    input [4:0] iimm_shamt,
    input [11:0] iimm,
    input [11:0] simm,
    input [11:0] bimm,
    input [19:0] uimm,
    input [19:0] jimm,
    input [5:0] EXTOp,
    output reg [31:0] immout
);
    always @(*) begin
        case (EXTOp)
            6'b000000: immout <= {27'b0, iimm_shamt[4:0]};
            6'b000001:
            if (iimm[11] > 0) immout <= {20'b11111111111111111111, iimm[11:0]};
            else immout <= {20'b0, iimm[11:0]};
            6'b000010:
            if (simm[11] > 0) immout <= {20'b11111111111111111111, simm[11:0]};
            else immout <= {20'b0, simm[11:0]};
            6'b000011:
            if (bimm[11] > 0) immout <= {19'b1111111111111111111, bimm[11:0], 1'b0};
            else immout <= {19'b0, bimm[11:0], 1'b0};
            6'b000100: immout <= {uimm[19:0], 12'b0};
            6'b000101:
            if (jimm[19] > 0) immout <= {11'b11111111111, jimm[19:0], 1'b0};
            else immout <= {11'b0, jimm[19:0], 1'b0};
            default: immout <= 32'b0;
        endcase
    end
endmodule
```

==> insert_results.sql <==
-- load yosys + openroad results
INSERT INTO impl_metrics (metric_group, metric, value, unit) VALUES
('synthesis', 'ys_types', '24', ''),
('critical_path', 'path_class', 'primary input to primary output', ''),
('final_timing', 'timing.final.max_slew_violations', '0', ''),
('critical_path', 'timing.critical_path.slowest_stage_cell', 'clkdlybuf4s50_1', ''),
('synthesis', 'top_cells_by_area', 'o211ai_2, nand3_1, mux2_2', ''),
('critical_path', 'cp_top_family', 'buffers and inverters', ''),
('layout', 'seq_area', '0', 'um^2'),
('critical_path', 'endpoint_kind', 'primary output', ''),
('drt', 'drt_iter0_markers', '62', ''),
('floorplanning', 'dieHeight', '80', 'um'),
('pwr', 'leakage', '0.724', 'nW'),
('final_timing', 'timing.slew.headroom', '57.9', '%'),
('pwr', 'worst_ir_drop_vdd', '0.0405', 'mV'),
('global_routing', 'globalRouteOverflowTotal', '0', ''),
('drt', 'avgRoutedWirePerCell', '19.4', 'um'),
('layout', 'stdcell_area', '2080', 'um^2'),
('drt', 'via_per_inst', '5.13', ''),
('synthesis', 'postSynthAreaPerCell', '8.25', 'um^2'),
('synthesis', 'synth_area', '891', 'um^2'),
('critical_path', 'arrival', '3.25', 'ns'),
('final_timing', 'setup_viol', '0', ''),
('final_timing', 'period_used_share', '89.2', '%'),
('synthesis', 'yosysTopAreaCellShare', '16.9', '%'),
('synthesis', 'syn_inst', '108', ''),
('clocking', 'cts_repair_resized_insts', '0', ''),
('synthesis', 'yosysSeqAreaShare', '0', '%'),
('flow_run', 'timing.max_cap.violations', '0', ''),
('layout', 'layout-drive-gt1-share', '15.3', '%'),
('synthesis', 'ys_chip_area', '891', 'um^2'),
('place', 'finalWeightedCongestion', '0.858', ''),
('drt', 'diode_insertion_count_for_antenna_repair', '0', ''),
('critical_path', 'timing.critical_path.buf_inv', '2', ''),
('clocking', 'post-cts-setup-buffer-count', '0', ''),
('global_routing', 'grt_pass1_vias', '1469', ''),
('min_path', 'hold_depth', '3', ''),
('layout', 'flops', '0', ''),
('final_timing', 'report.final.hold_viol_count', '0', ''),
('synthesis', 'synthMostInstantiatedCell', 'nand3_1', ''),
('layout', 'layout.cells.non_filler', '261', ''),
('synthesis', 'yosysTopAreaCell', 'o211ai_2', ''),
('final_timing', 'rsz0062_at_grt', 'false', ''),
('pwr', 'power', '0.136', 'mW'),
('layout', 'num-clock-buffers', '0', ''),
('drt', 'antenna_left', '0', ''),
('synthesis', 'number_of_cell_instances_after_yosys_synthesis', '108', ''),
('final_timing', 'totalNegativeSetupSlack', '0', 'ns'),
('critical_path', 'critical_path.most_common_cell', 'clkdlybuf4s50_1', ''),
('clocking', 'cts_hold_repair.buffers', '0', ''),
('drt', 'postRouteWirelength', '5070', 'um'),
('floorplanning', 'dieArea', '6400', 'um^2'),
('final_timing', 'worst_slew_pin_slew', '0.625', 'ns'),
('flow_run', 'warning_count', '33', ''),
('final_timing', 'max_freq', '238', 'MHz'),
('drt', 'drt_first_pass_iters', '4', ''),
('global_routing', 'wire_length_of_the_first_global_routing_pass', '7760', 'um'),
('place', 'dp.final_hpwl', '4350', 'um'),
('synthesis', 'netlist_top_cells_count', 'nand3_1, o211ai_2', ''),
('critical_path', 'critPathMaxStageDelay', '0.68', 'ns'),
('floorplanning', 'fp_util', '26.1', '%'),
('place', 'placed_cell_area', '2080', 'um^2'),
('critical_path', 'worstSetupPathDepth', '5', ''),
('global_routing', 'antenna_violations_before_repair', '0', ''),
('global_routing', 'grt_start_max_net_pins', '29', ''),
('critical_path', 'crit_start_category', 'primary input', ''),
('drt', 'num_vias', '1339', ''),
('floorplanning', 'core.rowCount', '21', ''),
('floorplanning', 'ioPinCount', '119', ''),
('final_timing', 'layout_min_cycle_time', '4.19', 'ns'),
('floorplanning', 'core', '3420', 'um^2'),
('place', 'dp.cells', '261', ''),
('run_status', 'outcome', 'complete, no violations', ''),
('critical_path', 'worst_endpoint_required_time', '3.76', 'ns'),
('floorplanning', 'floorplan.die.width', '80', 'um'),
('pwr', 'power_density', '65.6', 'nW/um^2'),
('synthesis', 'ys.warnings.count', '1', ''),
('global_routing', 'global_route.usage.total', '15.1', '%'),
('layout', 'syn2layout_area_growth', '133', '%'),
('place', 'port-buffer-count', '119', ''),
('critical_path', 'crit_chain', 'clkdlybuf4s50_1 -> nor2b_1 -> nand3_1 -> o211ai_1 -> clkdlybuf4s50_1', ''),
('critical_path', 'critPathMaxFanout', '12', ''),
('drt', 'drc', '0', ''),
('min_path', 'timing.hold.worst.class', 'primary input to primary output', '');
cell families after synthesis:
group                  Yosys count  share of synthesized area, %
muxes                           13                          21.3
buffers and inverters           18                          13.6
AOI/OAI and AO/OA               40                          42.0
and+or+nand+nor                 37                          23.0
cell usage in the layout, fill, tap and decap left out:
cell             count
clkdlybuf4s50_1    119
nand3_1             29
o211ai_2            12
mux2_2               8
o211ai_1             8
a22oi_1              7
o2bb2ai_1            7
buf_4                6
mux4_2               4
a22o_1               4
nor2_1               2
nor2b_1              1
nor4b_4              1
and2_1               1
or4_4                1
nor4_1               1
mux2i_1              1
nand3b_1             1
o21a_1               1
a22oi_2              1
power breakdown:
| part | total (mW) | switching (mW) | leakage (nW) | internal [mW] |
|---|---|---|---|---|
| registers | 0 | 0 | 0 | 0 |
| logic | 0.136 | 0.0401 | 0.724 | 0.0961 |
| clock network | 0 | 0 | 0 | 0 |
| total | 0.136 | 0.0401 | 0.724 | 0.0961 |
path summary, 6_finish.rpt:
| kind | start | end | slack, ns |
|---|---|---|---|
| max | EXTOp[0] | immout[20] | 0.51 |
| min | jimm[4] | immout[5] | 2.81 |
worst min-delay path, stage by stage:
cell and delay, ns:
clkdlybuf4s50_1 0.39, o2bb2ai_1 0.12, clkdlybuf4s50_1 0.41
layout make-up:
cell class	count	area [um^2]
multi-input cells	90	783
repair buffers	125	1240
fillers	306	1340
well taps	46	57.6
layer usage:
metal / vias up / wire [um] / track usage, %
li1: 661 / - / -
met4: 0 / 0 / 0
met1: 591 / 1960 / 17.4
met2: 87 / 2070 / 22.0
met3: 0 / 1040 / 13.4
met5: - / 0 / 0
per-stage QoR:
stage	hold slack, ns	util [%]	worst slack, ns
floorplan	1.94	-	1.84
global placement	2.81	60.8	0.547
detailed placement	2.80	60.8	0.479
CTS	2.81	60.8	0.470
global route	2.84	60.8	0.327
finish	2.81	60.8	0.507
No activity file was given, so power comes from the tool's default toggle rates.
