==> flow/design.v <==
module seg7x16 (
    input clk,
    input rstn,
    input disp_mode,
    input [63:0] i_data,
    output [7:0] o_seg,
    output [7:0] o_sel
);
    reg [14:0] cnt;
    wire seg7_clk;
    always @(posedge clk, negedge rstn)
        if (!rstn) cnt <= 0;
        else cnt <= cnt + 1'b1;
    assign seg7_clk = cnt[14];
    reg [2:0] seg7_addr;
    always @(posedge seg7_clk, negedge rstn)
        if (!rstn) seg7_addr <= 0;
        else seg7_addr <= seg7_addr + 1'b1;
    reg [7:0] o_sel_r;
    always @(*) begin
        o_sel_r = 8'b11111111;
        o_sel_r[seg7_addr] = 1'b0;
    end
    reg [63:0] i_data_store;
    always @(posedge clk, negedge rstn)
        if (!rstn) i_data_store <= 0;
        else i_data_store <= i_data;
    reg [7:0] seg_data_r;
    always @(*)
        if (disp_mode == 1'b0) begin
            case (seg7_addr)
                0: seg_data_r = i_data_store[3:0];
                1: seg_data_r = i_data_store[7:4];
                2: seg_data_r = i_data_store[11:8];
                3: seg_data_r = i_data_store[15:12];
                4: seg_data_r = i_data_store[19:16];
                5: seg_data_r = i_data_store[23:20];
                6: seg_data_r = i_data_store[27:24];
                7: seg_data_r = i_data_store[31:28];
            endcase
        end else begin
            case (seg7_addr)
                0: seg_data_r = i_data_store[7:0];
                1: seg_data_r = i_data_store[15:8];
                2: seg_data_r = i_data_store[23:16];
                3: seg_data_r = i_data_store[31:24];
                4: seg_data_r = i_data_store[39:32];
                5: seg_data_r = i_data_store[47:40];
                6: seg_data_r = i_data_store[55:48];
                7: seg_data_r = i_data_store[63:56];
            endcase
        end
    reg [7:0] o_seg_r;
    always @(posedge clk, negedge rstn)
        if (!rstn) o_seg_r <= 8'hFF;
        else if (disp_mode == 1'b0) begin
            case (seg_data_r)
                4'h0: o_seg_r <= 8'hC0;
                4'h1: o_seg_r <= 8'hF9;
                4'h2: o_seg_r <= 8'hA4;
                4'h3: o_seg_r <= 8'hB0;
                4'h4: o_seg_r <= 8'h99;
                4'h5: o_seg_r <= 8'h92;
                4'h6: o_seg_r <= 8'h82;
                4'h7: o_seg_r <= 8'hF8;
                4'h8: o_seg_r <= 8'h80;
                4'h9: o_seg_r <= 8'h90;
                4'hA: o_seg_r <= 8'h88;
                4'hB: o_seg_r <= 8'h83;
                4'hC: o_seg_r <= 8'hC6;
                4'hD: o_seg_r <= 8'hA1;
                4'hE: o_seg_r <= 8'h86;
                4'hF: o_seg_r <= 8'h8E;
                default: o_seg_r <= 8'hFF;
            endcase
        end else begin
            o_seg_r <= seg_data_r;
        end
    assign o_sel = o_sel_r;
    assign o_seg = o_seg_r;
endmodule
==> flow/run.sh <==
#!/bin/bash
# OpenROAD 26Q1-2900-gdf79404cd8, Yosys 0.63+post, stock flow scripts
make -C /OpenROAD-flow-scripts/flow DESIGN_CONFIG=/design/flow/config.mk WORK_HOME=/design/flow/orfs finish
==> flow/config.mk <==
export PLATFORM = sky130hd
export DESIGN_NAME = seg7x16
export DESIGN_NICKNAME = seg7x16
export VERILOG_FILES = /design/flow/design.v
export SDC_FILE = /design/flow/constraint.sdc
export NUM_CORES = 4
export LEC_CHECK = 1
export CORE_UTILIZATION = 50
==> flow/constraint.sdc <==
current_design seg7x16

set clk_period 4.1
set clk_io_pct 0.2

create_clock -name clk0 -period $clk_period [get_ports {clk}]

set non_clock_inputs [all_inputs -no_clocks]
set_input_delay [expr $clk_period * $clk_io_pct] -clock clk0 $non_clock_inputs
set_output_delay [expr $clk_period * $clk_io_pct] -clock clk0 [all_outputs]
==> flow_summary.yaml <==
# generated from flow reports
drt:
  wire_per_inst_um: 16.4
  antenna_left: 0
  first_pass_iters: 4
  drt_wl_total_mm: 7.70
  diodes: 0
  viasPerCell: 5.35
  vias: 2515
  initialDrtViolationCount: 153
  drcViolationCount: 0
floorplanning:
  num_rows: 31
  core_area_um2: 7210
  fp_util_pct: 51.5
  die_h_um: 88.2
  chip_area_um2: 7790
  io_pins: 83
  die-width_um: 88.2
synthesis:
  yosysWarnings: 1
  avgSynthCellArea_um2: 13.0
  syn_area_um2: 3720
  post-synth-top-count-cell: "dfrtp_1"
  yosys.area.top_type: "dfrtp_1"
  netlist_top_cells_count: "dfrtp_1, ha_1, nand2_1"
  ys.flop_type: "dfrtp_1"
  synth_cells: 287
  top_cell_area_share_pct: 55.2
  ys_seq_share_pct: 60.8
  async_flop_share_pct: 100
  edf_count: 0
  ys_types: 52
  ys_cells: 287
  yosysChipArea_um2: 3720
  synth.area.top_cells: "dfrtp_1, dfstp_2, ha_1, a222oi_1, xnor2_1"
  numSynthFlops: 90
placement:
  place_area_um2: 4580
  placement.io_buffers: 82
  dpl.hpwl_mm: 5.55
  dp.cells: 455
  dp_slack_ns: 0.825
  gp_congestion: 0.876
min_path:
  holdCritPathClass: "flop to flop"
power_and_ir_drop:
  p_clk_share_pct: 38.1
  p_total_mw: 1.71
  p_leak_nw: 2.00
  pwr-share-seq_pct: 53.6
  ir_drop_mv: 0.329
  powerDensity_nw_per_um2: 356
  p_int_mw: 1.34
  pwr-share-comb_pct: 8.3
  p_sw_share_pct: 21.6
  power_switching_uw: 370
worst_setup_path:
  crit_chain: "clkdlybuf4s50_1 -> a21oi_1 -> nand3_1 -> o22ai_1 -> a21oi_1 -> inv_1 -> ha_1 -> or4_1 -> o311ai_1"
  startpoint_type: "input pin"
  cp-end-kind: "flop"
  crit_type: "input pin to flop"
  slowest_delay_ns: 0.74
  cp.required_ns: 4.35
  critPathMaxFanout: 9
  worstPathArrival_ns: 3.22
  slowest_stage: "clkdlybuf4s50_1"
  crit_top_cell: "a21oi_1"
clock_tree:
  h-tree-depth: 3
  clockRootBuffer: "clkbuf_8"
  post_cts_buffers: 0
  cts_hold_buf: 0
  cts_made_buffers: 9
  cts_tree: "done"
  clkTransAtPathRegs_ns: 0.09
  insertion_delay_ns: 0.35
  clockBufferDepth: 2
  cts-resized-gates: 0
run_status:
  outcome: "complete, no violations"
finish:
  stdcell_count: 470
  stdcell_area_um2: 4810
  area_delta_synth_final_pct: 29.2
  drive_gt1_share_pct: 11.3
  finish.utilization_pct: 66.6
global_routing:
  grt_pass1_vias: 2475
  grt_max_degree: 53
  gr-total-overflow: 0
  track_usage_pct: 22.6
  antenna_found_initial: 0
  grt_pass1_wl_mm: 12.7
timing:
  tightest_slew_ns: 0.811
  fin_hold_ws_ns: 0.469
  final_hold_viol_count: 0
  unclocked_regs: 3
  untimed_endpoints: 11
  max_freq_mhz: 336
  tns_ns: 0
  rsz0062_at_grt: "false"
  timing.slew.headroom_pct: 46.0
  finalCritPeriodShare_pct: 72.6
  fin_crit_ns: 2.98
  slew_viol_final: 0
  setup_viol_count_final: 0
  finalClockSkew_ns: 0.0132
  postLayoutSetupSlackWorst_ns: 1.12
run:
  tool_warnings: 35
  maxCapViolCount: 0
==> registers in the layout, indices dropped and copies added, names as in the netlist <==
name	flops
o_seg_r	8
i_data_store	64
cnt	15
seg7_addr	3
==> layout make-up <==
class,instances,area [µm²]
clock buffer,9,124
clock inverter,6,97.6
fill,559,2410
inverter,10,37.5
multi-input combinational,170,1310
sequential,90,2260
tap,99,124
timing repair buffer,86,848
==> worst paths after layout <==
check | depth (start not counted) | startpoint | slack, ns | to
max in group asynchronous | 2 | rstn | 2.68 | i_data_store[59]
hold reg to reg | 1 | cnt[12] | 0.47 | cnt[12]
hold / removal | 1 | cnt[12] | 0.47 | cnt[12]
setup / recovery | 9 | disp_mode | 1.12 | o_seg_r[5]
min in group asynchronous | 1 | rstn | 0.50 | cnt[12]
setup reg to reg | 8 | i_data_store[25] | 1.63 | o_seg_r[3]
==> logic make-up (layout without fill, tap and decap cells) <==
kind of cell / count (synthesis) / after routing / synth area share (%)
flip-flops: 90 / 90 / 60.8
buffers and inverters: 27 / 111 / 3.87
adder cells (fa/ha/maj): 14 / 14 / 4.71
multiplexers: 15 / 15 / 4.51
XOR/XNOR: 14 / 14 / 3.30
AND-OR/OR-AND: 71 / 71 / 15.2
AND/OR/NAND/NOR: 56 / 56 / 7.57
==> cell usage in the layout, fill, tap and decap left out, types with 2 or more instances in the layout <==
cell type        instances
nor2_1                  11
dfstp_2                  8
or4_1                    3
o221ai_1                 3
a21oi_1                 13
a22oi_1                 10
a221oi_1                 8
o311ai_1                 2
clkdlybuf4s50_1         81
xor2_1                   5
inv_1                   10
nand2_1                 14
o21ai_0                  8
clkbuf_8                 9
a2111oi_0                2
inv_6                    3
ha_1                    14
bufinv_16                2
nand3_1                 13
dfrtp_1                 82
mux2_2                   6
mux2_4                   2
buf_4                    5
and3_1                   5
mux2i_1                  7
a222oi_1                 8
nand2b_1                 2
xnor2_1                  9
==> power groups by stage <==
stage,registers (mW),logic [mW],clock network [mW]
4_1_cts,0.919,0.144,0.675
5_1_grt,0.923,0.158,0.713
6_report,0.919,0.142,0.652
==> worst max-delay path: cells and delay by family <==
kind / cells / cell delay, ns
buffers and inverters: 2 / 0.89
AOI/OAI and AO/OA: 4 / 0.66
and+or+nand+nor: 2 / 0.64
adders and majority gates: 1 / 0.22
==> metal layers <==
metal  GRT usage [%]  part of all wire [%]
met3            5.01                   6.6
met2            33.1                    45
met4            1.61                  0.94
met1            38.5                    47
met5               0                     0
Power and IR drop assume default switching activity.
